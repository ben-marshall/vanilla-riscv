**run.sh**
```bash
#!/bin/bash
# OpenROAD 26Q1-2900-gdf79404cd8, Yosys 0.63+post, stock flow scripts
make -C /OpenROAD-flow-scripts/flow DESIGN_CONFIG=/design/flow/config.mk WORK_HOME=/design/flow/orfs finish
```
**config.mk**
```make
export PLATFORM = sky130hd
export DESIGN_NAME = frv_counters
export DESIGN_NICKNAME = frv_counters
export VERILOG_FILES = /design/flow/design.v
export SDC_FILE = /design/flow/constraint.sdc
export NUM_CORES = 4
export LEC_CHECK = 1
export CORE_UTILIZATION = 30
```
**constraint.sdc**
```tcl
current_design frv_counters

set clk_period 11.7
set clk_io_pct 0.2

create_clock -name clk0 -period $clk_period [get_ports {g_clk}]

set non_clock_inputs [all_inputs -no_clocks]
set_input_delay [expr $clk_period * $clk_io_pct] -clock clk0 $non_clock_inputs
set_output_delay [expr $clk_period * $clk_io_pct] -clock clk0 [all_outputs]
```
**design.v**
```verilog
module frv_counters (
input              g_clk            ,  
input              g_resetn         ,  
input              instr_ret        ,  
output reg         timer_interrupt  ,  
output wire [63:0] ctr_time         ,  
output reg  [63:0] ctr_cycle        ,  
output reg  [63:0] ctr_instret      ,  
input  wire        inhibit_cy       ,  
input  wire        inhibit_tm       ,  
input  wire        inhibit_ir       ,  
input  wire        mmio_en          ,  
input  wire        mmio_wen         ,  
input  wire [31:0] mmio_addr        ,  
input  wire [31:0] mmio_wdata       ,  
output reg  [31:0] mmio_rdata       ,  
output reg         mmio_error          
);
parameter   MMIO_BASE_ADDR        = 32'h0000_1000;
parameter   MMIO_BASE_MASK        = 32'hFFFF_F000;
localparam  MMIO_MTIME_ADDR       = MMIO_BASE_ADDR;
localparam  MMIO_MTIME_ADDR_HI    = MMIO_MTIME_ADDR+4;
localparam  MMIO_MTIMECMP_ADDR    = MMIO_BASE_ADDR + 8;
localparam  MMIO_MTIMECMP_ADDR_HI = MMIO_MTIMECMP_ADDR+4;
parameter   MMIO_MTIMECMP_RESET   = -1;
wire    addr_mtime_lo    = mmio_en &&
    (mmio_addr& ~MMIO_BASE_MASK)==(MMIO_MTIME_ADDR & ~MMIO_BASE_MASK);
wire    addr_mtime_hi    = mmio_en &&
    (mmio_addr& ~MMIO_BASE_MASK)==(MMIO_MTIME_ADDR_HI & ~MMIO_BASE_MASK);
wire    addr_mtimecmp_lo = mmio_en &&
    (mmio_addr& ~MMIO_BASE_MASK)==(MMIO_MTIMECMP_ADDR & ~MMIO_BASE_MASK);
wire    addr_mtimecmp_hi = mmio_en &&
    (mmio_addr& ~MMIO_BASE_MASK)==(MMIO_MTIMECMP_ADDR_HI & ~MMIO_BASE_MASK);
reg  [63:0] mapped_mtime;
reg  [63:0] mapped_mtimecmp;
wire [63:0] n_mapped_mtime = mapped_mtime + 1;
wire n_timer_interrupt = mapped_mtime >= mapped_mtimecmp;
wire wr_mtime_hi = addr_mtime_hi && mmio_wen;
wire wr_mtime_lo = addr_mtime_lo && mmio_wen;
always @(posedge g_clk) begin
    if(!g_resetn) begin
        mapped_mtime <= 0;
    end else if(wr_mtime_hi) begin
        mapped_mtime <= {mmio_wdata, mapped_mtime[31:0]};
    end else if(wr_mtime_lo) begin
        mapped_mtime <= {mapped_mtime[63:32], mmio_wdata};
    end else if(!inhibit_tm) begin
        mapped_mtime <= n_mapped_mtime;
    end
end
always @(posedge g_clk) begin
    if(!g_resetn) begin
        timer_interrupt <= 0;
    end else begin
        timer_interrupt <= n_timer_interrupt;
    end
end
wire wr_mtimecmp_hi = addr_mtimecmp_hi && mmio_wen;
wire wr_mtimecmp_lo = addr_mtimecmp_lo && mmio_wen;
always @(posedge g_clk) begin
    if(!g_resetn) begin
        mapped_mtimecmp <= MMIO_MTIMECMP_RESET;
    end else if(wr_mtimecmp_hi) begin
        mapped_mtimecmp <= {mmio_wdata[31:0], mapped_mtimecmp[31:0]};
    end else if(wr_mtimecmp_lo) begin
        mapped_mtimecmp <= {mapped_mtimecmp[63:32], mmio_wdata[31:0]};
    end
end
wire [31:0] n_mmio_rdata =
    {32{addr_mtime_lo   }} & mapped_mtime   [31: 0] |
    {32{addr_mtime_hi   }} & mapped_mtime   [63:32] |
    {32{addr_mtimecmp_lo}} & mapped_mtimecmp[31: 0] |
    {32{addr_mtimecmp_hi}} & mapped_mtimecmp[63:32] ;
wire        n_mmio_error = mmio_en && !(
    addr_mtime_lo       ||
    addr_mtime_hi       ||
    addr_mtimecmp_lo    ||
    addr_mtimecmp_hi    
);
always @(posedge g_clk) begin
    if(!g_resetn) begin
        mmio_error <=  1'b0;
        mmio_rdata <= 32'b0;
    end else if(mmio_en) begin
        mmio_error <= n_mmio_error;
        mmio_rdata <= n_mmio_rdata;
    end
end
assign ctr_time = mapped_mtime;
wire [63:0] n_ctr_instret = ctr_instret + 1;
always @(posedge g_clk) begin
    if(!g_resetn) begin
        ctr_instret <= 0;
    end else if(instr_ret && !inhibit_ir) begin
        ctr_instret <= n_ctr_instret;
    end
end
wire [63:0] n_ctr_cycle = ctr_cycle + 1;
always @(posedge g_clk) begin
    if(!g_resetn) begin
        ctr_cycle <= 0;
    end else if(!inhibit_cy) begin
        ctr_cycle <= n_ctr_cycle;
    end
end
endmodule
```
==> impl_metrics.tcl <==
# place-and-route summary
set metrics [dict create \
    synth_top_area_share_pct 37.7 \
    cts.htree.levels 2 \
    powerDensity_nw_per_um2 110 \
    postSynthSeqShare_pct 37.7 \
    dieHeight_um 229 \
    fp_util_pct 30.5 \
    chipWidth_um 229 \
    crit_end "mapped_mtime[14]$_SDFFE_PN0P_" \
    drc_errors 0 \
    vias_per_cell 5.34 \
    cts_sinks 290 \
    postCtsHoldBufs 0 \
    end_kind "register" \
    num_vias 15200 \
    status "finished, final reports clean" \
    place_congestion 0.883 \
    period_used_pct 45.4 \
    dp.cells 2786 \
    start_kind "input pin" \
    slew_viol_final 0 \
    syn_avg_cell_area_um2 8.01 \
    vdd_ir_drop_max_mv 0.0818 \
    syn_area_um2 15400 \
    arrival_ns 5.75 \
    fmaxAchievable_mhz 188 \
    dp_hpwl_um 36600 \
    setup_violations 0 \
    drt_iter0_markers 1057 \
    warnings 45 \
    ys.flop_type "dfxtp_1" \
    ys_cells 1926 \
    num_io_pins 298 \
    worstPathRequired_ns 12.14 \
    top_cells_by_count "dfxtp_1, nand2_1, nor2_1" \
    synthTopCellsByArea "dfxtp_1, nand2_1, ha_1, xnor2_1, o21ai_0" \
    clock_latency_ns 0.55 \
    ant_nets 0 \
    place_ws_ns 5.95 \
    final_layout_size_suffix_gt1_share_pct 6.15 \
    finalNonFillerCells 2850 \
    grtUsageTotal_pct 20.3 \
    ctsResizeCount 0 \
    cts_max_path_buffers 3 \
    ys.flops 290 \
    gr-total-overflow 0 \
    edf_count 0 \
    synth_cells 1926 \
    min_path_type "reg -> reg" \
    antenna_found_initial 0 \
    r2r-end "mapped_mtime[58]$_SDFFE_PN0P_" \
    tightest_slew_ns 0.839 \
    max_slew_margin_pct 43.6 \
    yosys_area_um2 15400 \
    grt_pass1_wl_um 82400 \
    fin_crit_ns 5.31 \
    synth_async_sr_flop_share_pct 0 \
    io_buffers 277 \
    area_growth_pct 29.2 \
    yosysTopAreaCell "dfxtp_1" \
    reg2reg_slack_ns 8.61 \
    first_pass_iters 5 \
    clockRootBuffer "clkbuf_16" \
    core_um2 50500 \
    setup_tns_ns 0 \
    numCtsBuffers 36 \
    finClkSkew_ns 0.0140 \
    yosys.cell_types.count 70 \
    power_leakage_nw 7.12 \
    routed_wl_um 52900 \
    row_count 82 \
    grt_pass1_vias 14200 \
    crit_start "mmio_addr[7]" \
    yosys_warnings 1 \
    synth.most_common_cell "dfxtp_1" \
    cp_max_fo 35 \
    chipArea_um2 52300 \
    postCtsSetupRepairBufs 0 \
    worstReg2RegStart "mapped_mtime[18]$_SDFFE_PN0P_" \
    rsz0062_at_grt "no" \
    grt_max_degree 75 \
    cts_tree "yes" \
    cap_violations 0 \
    wire_per_inst_um 18.6 \
    finalHoldViolations 0 \
    r2r.worst_path.cells 6 \
    setup_slack_ns 6.39 \
    critPathKind "in -> reg" \
    clk_pin_slew_ns 0.06 \
    antennaDiodeCount 0 \
]
[worst max-delay path, stage by stage]
cell             delay [ns]
clkdlybuf4s50_1        0.41
nor4_2                 0.57
and4_1                 0.35
nand3_1                0.39
buf_4                  0.47
nand2_1                0.51
buf_4                  0.35
a21oi_1                0.07
o221a_2                0.27
[final cells by class]
| cell class | count | area (um2) |
|---|---|---|
| well taps | 672 | 841 |
| multi-input cells | 1429 | 8830 |
| fillers | 4898 | 30600 |
| clock inverters | 12 | 98.8 |
| clock buffers | 52 | 1050 |
| repair buffers | 299 | 2930 |
| inverters | 96 | 363 |
| flip-flops and latches | 290 | 5810 |
[kinds of logic after synthesis]
family / count (synthesis) / share of synthesized area (%)
buffers and inverters: 207 / 5.18
AND-OR/OR-AND: 404 / 16.7
AND/OR/NAND/NOR: 804 / 25.8
multiplexers: 30 / 2.17
adder cells (fa/ha/maj): 67 / 5.44
XOR/XNOR: 124 / 7.04
flip-flops: 290 / 37.7
[layer usage]
layer	part of all wire (%)	wire length [um]	up-vias	GRT usage (%)
li1	-	-	7389	-
met1	44	23500	7151	29.4
met2	45	23600	589	30.8
met3	8.2	4330	99	4.93
met4	2.7	1440	0	5.20
met5	0	0	-	0
[cell usage in the layout (no fill, tap or decap), drive strengths merged, types with 6 or more instances in the layout]
| master | synthesis | final |
|---|---|---|
| dfxtp | 290 | 290 |
| nand2 | 279 | 279 |
| clkdlybuf4s50 | 0 | 274 |
| nor2 | 149 | 149 |
| o21ai | 119 | 119 |
| inv | 95 | 99 |
| a21oi | 98 | 98 |
| nand3 | 81 | 81 |
| xnor2 | 75 | 75 |
| o211ai | 67 | 67 |
| ha | 67 | 67 |
| nand4 | 61 | 61 |
| clkbuf | 87 | 52 |
| nor3 | 51 | 51 |
| xor2 | 49 | 49 |
| nor4 | 45 | 45 |
| or3 | 38 | 38 |
| a41oi | 33 | 33 |
| mux2 | 27 | 27 |
| and3 | 25 | 25 |
| buf | 24 | 25 |
| and4 | 24 | 24 |
| and2 | 14 | 14 |
| o31ai | 11 | 11 |
| a31oi | 10 | 10 |
| a211oi | 10 | 10 |
| o32ai | 8 | 8 |
| a21o | 8 | 8 |
| clkinv | 1 | 7 |
| nor2b | 6 | 6 |
[worst min-delay path by stage]
stage                 cells past startpoint                          to                             from
after CTS                                 2  mmio_rdata[1]$_SDFFE_PN0P_  mapped_mtimecmp[1]$_SDFFE_PN1P_
final                                     2  ctr_cycle[63]$_SDFFE_PN0N_       ctr_cycle[63]$_SDFFE_PN0N_
after global routing                      2  mmio_rdata[1]$_SDFFE_PN0P_  mapped_mtimecmp[1]$_SDFFE_PN1P_
[per-stage QoR]
step                util (%)  cell area (um2)  power, mW  hold WS [ns]
floorplan                  -            15400       1.06         0.433
global placement        37.2            18800       1.12         0.462
detailed placement      37.2            18800       1.12         0.472
CTS                     39.5            19900       2.22         0.483
global route            39.5            19900       2.27         0.510
finish                  39.5            19900       2.19         0.486
[flip-flops by register name, summed over array words and instances, names as in the netlist]
register	flops
mapped_mtime	64
mmio_rdata	32
timer_interrupt	1
ctr_cycle	64
ctr_instret	64
mmio_error	1
mapped_mtimecmp	64
[report_power, final]
| part | switching [mW] | leakage, nW | internal [mW] | total (mW) |
|---|---|---|---|---|
| clock | 0.450 | 0.571 | 0.649 | 1.10 |
| sequential | 0.00593 | 2.34 | 0.995 | 1.00 |
| combinational | 0.0541 | 4.21 | 0.0397 | 0.0938 |
| total | 0.510 | 7.12 | 1.68 | 2.19 |
Power figures rest on the tool's default switching activity, not on a simulated workload.
