### flow/run.sh
#!/bin/bash
# OpenROAD 26Q1-2900-gdf79404cd8, Yosys 0.63+post, stock flow scripts
make -C /OpenROAD-flow-scripts/flow DESIGN_CONFIG=/design/flow/config.mk WORK_HOME=/design/flow/orfs finish
### flow/config.mk
export PLATFORM = sky130hd
export DESIGN_NAME = sram_axi_adapter
export DESIGN_NICKNAME = sram_axi_adapter
export VERILOG_FILES = /design/flow/design.v
export SDC_FILE = /design/flow/constraint.sdc
export NUM_CORES = 4
export LEC_CHECK = 1
export CORE_AREA = 10 10 106 106
export DIE_AREA = 0 0 116 116
### flow/constraint.sdc
current_design sram_axi_adapter

set clk_period 2.8
set clk_io_pct 0.2

create_clock -name clk0 -period $clk_period [get_ports {g_clk}]

set non_clock_inputs [all_inputs -no_clocks]
set_input_delay [expr $clk_period * $clk_io_pct] -clock clk0 $non_clock_inputs
set_output_delay [expr $clk_period * $clk_io_pct] -clock clk0 [all_outputs]
### flow/design.v
module sram_axi_adapter (
input        g_clk              ,
input        g_resetn           ,
output        mem_axi_awvalid   ,
input         mem_axi_awready   ,
output [31:0] mem_axi_awaddr    ,
output [ 2:0] mem_axi_awprot    ,
output        mem_axi_wvalid    ,
input         mem_axi_wready    ,
output [31:0] mem_axi_wdata     ,
output [ 3:0] mem_axi_wstrb     ,
input         mem_axi_bvalid    ,
output        mem_axi_bready    ,
output        mem_axi_arvalid   ,
input         mem_axi_arready   ,
output [31:0] mem_axi_araddr    ,
output [ 2:0] mem_axi_arprot    ,
input         mem_axi_rvalid    ,
output        mem_axi_rready    ,
input  [31:0] mem_axi_rdata     ,
input         mem_instr         ,  
input         mem_cen           ,
output        mem_stall         ,
output        mem_error         ,
input  [31:0] mem_addr          ,
input  [31:0] mem_wdata         ,
input  [ 3:0] mem_wstrb         ,
output [31:0] mem_rdata
);
	reg ack_awvalid;
	reg ack_arvalid;
	reg ack_wvalid;
	reg xfer_done;
	assign mem_axi_awvalid = mem_cen && |mem_wstrb;
	assign mem_axi_awaddr = mem_addr;
	assign mem_axi_awprot = 0;
	assign mem_axi_arvalid = mem_cen && !mem_wstrb;
	assign mem_axi_araddr = mem_addr;
	assign mem_axi_arprot = mem_instr ? 3'b100 : 3'b000;
	assign mem_axi_wvalid = mem_cen && |mem_wstrb && !ack_wvalid;
	assign mem_axi_wdata = mem_wdata;
	assign mem_axi_wstrb = mem_wstrb;
	wire   mem_ready = mem_axi_bvalid || mem_axi_rvalid;
    assign mem_stall = !mem_ready;
	assign mem_axi_bready = mem_cen && |mem_wstrb;
	assign mem_axi_rready = 1'b1;
	assign mem_rdata = mem_axi_rdata;
    assign mem_error = 1'b0;
	always @(posedge g_clk) begin
		if (!g_resetn) begin
			ack_awvalid <= 0;
		end else begin
			xfer_done <= mem_cen && mem_ready;
			if (mem_axi_awready && mem_axi_awvalid)
				ack_awvalid <= 1;
			if (mem_axi_arready && mem_axi_arvalid)
				ack_arvalid <= 1;
			if (mem_axi_wready && mem_axi_wvalid)
				ack_wvalid <= 1;
			if (xfer_done || !mem_cen) begin
				ack_awvalid <= 0;
				ack_arvalid <= 0;
				ack_wvalid <= 0;
			end
		end
	end
endmodule
==> flow_metrics.env <==
# source this file to load flow results
export IMPL_period_used_pct=91.4
export IMPL_peakVddDrop_mv=0.0948
export IMPL_top_cells_by_count="141 x buf_4, 3 x nor2b_1, 2 x conb_1, 2 x edfxtp_1"
export IMPL_rsz0062_at_grt="no"
export IMPL_dpl_worst_slack_ps=221
export IMPL_leakagePower_nw=0.159
export IMPL_finalHoldWorstSlack_ps=522
export IMPL_p_total_uw=187
export IMPL_dp_cells=145
export IMPL_period_minus_slack_ps=2560
export IMPL_fp_util_pct=13.6
export IMPL_cts_max_path_buffers=2
export IMPL_wl_per_cell_um=16.2
export IMPL_setup_tns_ps=0
export IMPL_power_density_nw_per_um2=360
export IMPL_die_height_um=116
export IMPL_syn_to_final_growth_pct=-56.9
export IMPL_clk_pin_slew_ps=30
export IMPL_ff_type="edfxtp_1"
export IMPL_syn_cell_area_sq_um=1200
export IMPL_min_delay_path_class="reg -> reg"
export IMPL_h_tree_depth=1
export IMPL_drc=0
export IMPL_ys_async_sr_fraction_pct=0
export IMPL_die_width_um=116
export IMPL_post_dp_hpwl_um=2000
export IMPL_vias_per_cell=2.29
export IMPL_synth_warnings=1
export IMPL_critPathArrivalTime_ps=2000
export IMPL_worst_slack_ps=242
export IMPL_fin_skew_ps=3.25
export IMPL_grt_pass1_vias=411
export IMPL_cts_hold_buf=0
export IMPL_post_cts_repair_setup_buffers=0
export IMPL_timing_final_max_slew_violations=0
export IMPL_warnings=27
export IMPL_pin_count=254
export IMPL_crit_path_start_kind="input port"
export IMPL_wirelength_um=2400
export IMPL_coreArea_sq_um=8850
export IMPL_yosys_area_top_type="buf_4"
export IMPL_outcome="finished, final reports clean"
export IMPL_clk_latency_ps=210
export IMPL_synth_seq_share_pct=5.00
export IMPL_drv_cap=0
export IMPL_vias=339
export IMPL_grt_use_total_pct=2.99
export IMPL_yosys_cells=155
export IMPL_cp_end_kind="output pin"
export IMPL_placement_rows=34
export IMPL_worst_ep_required_time_ps=2240
export IMPL_die_area_sq_um=13500
export IMPL_final_util_pct=5.85
export IMPL_edf_count=2
export IMPL_n_antenna_cell=0
export IMPL_cts_made_buffers=3
export IMPL_ant_nets=0
export IMPL_yosysTopAreaCellShare_pct=88.1
export IMPL_antenna_found_initial=0
export IMPL_ys_types=11
export IMPL_dr_pass1_iters=3
export IMPL_drt_iter0_drc=13
export IMPL_clkSinkCount=2
export IMPL_overflow=0
export IMPL_cts_repair_resized=0
export IMPL_hold_violations=0
export IMPL_port_buffers=18
export IMPL_place_area_sq_um=477
export IMPL_clock_root_buffer="clkbuf_8"
export IMPL_path_class="in -> out"
export IMPL_place_gp_congestion=0.637
export IMPL_area_leaders="buf_4 88%, edfxtp_1 5.0%, nor4_4 1.8%, nor2b_1 1.6%, conb_1 0.63%"
export IMPL_register_area_sq_um=60.1
export IMPL_stdcell_count=148
export IMPL_nFillCells=1035
export IMPL_comb_area_sq_um=97.6
export IMPL_setup_viol=0
export IMPL_cts_tree="built"
export IMPL_ys_area_sq_um=1200
export IMPL_grt_pass1_wl_um=2880
export IMPL_crit_fanout=4
export IMPL_synth_cells=155
export IMPL_fmax_ghz=0.391
export IMPL_syn_area_per_cell_sq_um=7.75
export IMPL_fin_area_sq_um=518
export IMPL_synth_flops=2
export IMPL_grt_max_degree=6
export IMPL_most_common_cell="buf_4"
export IMPL_layout_drive_gt1_share_pct=10.0
[where the power goes]
group	leakage (nW)	total [mW]	internal (mW)	switching (mW)
clock network	0.0216	0.113	0.0909	0.0223
logic	0.117	0.0361	0.0257	0.0103
registers	0.0198	0.0375	0.0365	0.000995
total	0.158	0.187	0.153	0.0337
[area by class of cell]
cell class / instances / share of cell area [%]
clock buffer: 3 / 7.97
inverter: 1 / 0.725
timing repair buffer: 18 / 34.8
multi-input combinational: 16 / 18.8
tap: 108 / 26.1
sequential: 2 / 11.6
[critical path: stages]
cell and delay (ps):
clkdlybuf4s50_1 460, nor4_4 350, and2_1 170, clkdlybuf4s50_1 460
[path summary, 6_finish.rpt]
| check | startpoint | endpoint | slack (ps) | cells past startpoint |
|---|---|---|---|---|
| worst max-delay path | mem_wstrb[3] | mem_axi_arvalid | 240 | 4 |
| worst min-delay path | xfer_done$_DFFE_PP_ | ack_wvalid$_SDFFCE_PN0P_ | 520 | 1 |
| worst max register to register | ack_wvalid$_SDFFCE_PN0P_ | ack_wvalid$_SDFFCE_PN0P_ | 1810 | 2 |
| worst min register to register | xfer_done$_DFFE_PP_ | ack_wvalid$_SDFFCE_PN0P_ | 520 | 1 |
[per-layer routing]
layer | track usage (%) | up-vias | wire [um] | part of all wire (%)
li1 | - | 93 | - | -
met1 | 1.97 | 107 | 505 | 21
met2 | 1.90 | 93 | 757 | 32
met3 | 5.65 | 44 | 811 | 34
met4 | 4.09 | 2 | 291 | 12
met5 | 1.85 | - | 30 | 1.3
[cell usage in the layout, fill, tap and decap left out]
cell type	instances
clkdlybuf4s50_1	18
conb_1	7
nand3b_1	1
inv_1	1
nor4_4	1
nor2_1	1
clkbuf_8	3
edfxtp_1	2
and2_1	1
nor3b_1	1
o22ai_1	1
nor2b_1	3
[flip-flops by register name, summed over array words and instances (netlist names)]
| signal | flops |
|---|---|
| xfer_done | 1 |
| ack_wvalid | 1 |
[cells by family (layout without fill, tap and decap cells)]
kind of cell	after synthesis	after routing	share of synthesized area (%)
flip-flops	2	2	5.00
AND/OR/NAND/NOR	8	8	5.42
other	2	7	0.625
AND-OR/OR-AND	1	1	0.521
buffers and inverters	142	22	88.4
Power figures rest on the tool's default switching activity, not on a simulated workload.
