File: flow/constraint.sdc
current_design frv_gprs

set clk_period 5.9
set clk_io_pct 0.2

create_clock -name clk0 -period $clk_period [get_ports {g_clk}]

set non_clock_inputs [all_inputs -no_clocks]
set_input_delay [expr $clk_period * $clk_io_pct] -clock clk0 $non_clock_inputs
set_output_delay [expr $clk_period * $clk_io_pct] -clock clk0 [all_outputs]
File: flow/config.mk
export PLATFORM = sky130hd
export DESIGN_NAME = frv_gprs
export DESIGN_NICKNAME = frv_gprs
export VERILOG_FILES = /design/flow/design.v
export SDC_FILE = /design/flow/constraint.sdc
export NUM_CORES = 4
export LEC_CHECK = 1
export CORE_UTILIZATION = 40
File: flow/run.sh
#!/bin/bash
# OpenROAD 26Q1-2900-gdf79404cd8, Yosys 0.63+post, stock flow scripts
make -C /OpenROAD-flow-scripts/flow DESIGN_CONFIG=/design/flow/config.mk WORK_HOME=/design/flow/orfs finish
File: flow/design.v
module frv_gprs (
input  wire         g_clk   ,  
input  wire         g_resetn,  
input  wire [ 4:0]  rs1_addr,  
output wire [31:0]  rs1_data,  
input  wire [ 4:0]  rs2_addr,  
output wire [31:0]  rs2_data,  
input  wire         rd_wen  ,  
input  wire [ 4:0]  rd_addr ,  
input  wire [31:0]  rd_data    
);
parameter BRAM_REGFILE = 0;
generate begin if(BRAM_REGFILE) begin
    reg [31:0] gpr1 [31:0];
    reg [31:0] gpr2 [31:0];
    wire [31:0] z_rs1 = {32{rs1_addr != 0}};
    wire [31:0] z_rs2 = {32{rs2_addr != 0}};
    assign rs1_data = z_rs1 & gpr1[rs1_addr];
    assign rs2_data = z_rs2 & gpr2[rs2_addr];
    always @(posedge g_clk) begin
        if(rd_wen) begin
            gpr1[rd_addr] <= rd_data;
        end
    end
    always @(posedge g_clk) begin
        if(rd_wen) begin
            gpr2[rd_addr] <= rd_data;
        end
    end
end else begin  
    reg  [31:0] gprs [31:0];
    assign rs1_data = gprs[rs1_addr];
    assign rs2_data = gprs[rs2_addr];
    genvar i;
    for(i = 0; i < 32; i = i + 1) begin
        if(i == 0) begin
            always @(*) begin
                gprs[i] = 0;
            end
        end else begin
            always @(posedge g_clk) begin
                if(!g_resetn) begin
                    gprs[i] <= 0;
                end else if(rd_wen && rd_addr == i) begin
                    gprs[i] <= rd_data;
                end
            end
        end
    end 
end end endgenerate
endmodule
==> deck_impl_summary.md <==
Implementation Results

Logic synthesis
  • Cell total in the yosys stat output: 6,502
  • Most numerous cell in the Yosys netlist: sky130_fd_sc_hd__nand2_1
  • Chip area from the yosys synthesis statistics: 50,200 um^2
  • Most used standard cells in the synthesized netlist: 2,080 x sky130_fd_sc_hd__nand2_1, 992 x sky130_fd_sc_hd__a21boi_0, 992 x sky130_fd_sc_hd__dfxtp_1
  • Area fraction in xor and xnor cells: 0
  • Fraction of the mapped netlist area in compound gates: 0.275
  • Yosys reg bits: 992
  • Main area contributors: sky130_fd_sc_hd__dfxtp_1 40%, sky130_fd_sc_hd__nand2_1 16%, sky130_fd_sc_hd__a21boi_0 15%
  • Avg Cell Area, Syn: 7.72 um^2
  • Main flop type after synthesis: sky130_fd_sc_hd__dfxtp_1
  • Top logic family: AND-OR/OR-AND gates
  • Syn Inst Count: 6,502
  • Post-synth top area share: 0.396
  • Share of synthesized cell area in full adder, half adder and majority cells: 0
  • Number of flops mapped to enable cells by yosys: 0
  • Portion of the post-synthesis area used by sequential elements: 0.396
  • Area leader, netlist: sky130_fd_sc_hd__dfxtp_1
  • Proportion of synthesized area in mux cells: 0.0296
  • Post-synthesis cell type count: approximately 55
  • Post-synthesis instance area: ~50,000 um^2
  • Total number of yosys warnings: 2
  • Async set or reset register ratio after synthesis: 0
  • Synthesized-area fraction occupied by and/or/nand/nor cells: 0.248

Place
  • Placement-stage worst setup slack: 0.0807 ns
  • Quantity of I/O buffers inserted on ports: between 100 and 150
  • GPL Wtd Cong: 1.08
  • Detail Placement HPWL: approximately 200,000 um

Setup path
  • Worst Path Class, Setup: in -> out
  • Largest driver fanout on the critical path: 20
  • Buffer-and-inverter tally for the worst setup path: 3
  • Startpoint kind of the worst setup timing path: input port
  • Critical Path Sink Type: primary output
  • Setup slack, reg-to-reg: 4.97 ns
  • CP dominant cell by count: sky130_fd_sc_hd__clkdlybuf4s50_1
  • Family with the most delay on the worst path: simple AND/OR/NAND/NOR gates
  • Highest-delay cell along the critical path: sky130_fd_sc_hd__a2111oi_1
  • Arr. time, crit path: 4.76 ns
  • Worst-path cell chain: clkdlybuf4s50_1 -> buf_4 -> and3b_1 -> and2_4 -> a2111oi_1 -> nand3_1 -> or4_1 -> clkdlybuf4s50_1
  • Crit path required time: 4.72 ns
  • Crit-path max cell delay: 0.74 ns

Flow run
  • MaxCap Viol Count: 0
  • Tool warnings: 45

Global routing
  • Global-route wire length before repair: 427,000 um
  • Global route overflow: 0
  • Gr usage total: 0.509
  • Pin count of the biggest net entering global routing: 181
  • Antenna violations before repair: 26
  • Vias in the first global route: 51,500

Drt
  • Number of remaining DRC errors: 0
  • Via density per instance: 6.80
  • Uppermost layer routed: met5
  • Vias after detailed routing: 55,500
  • Drt wl/cell: 39.0 um
  • Routed wire length on met3: 52,300 um
  • First DRT Iteration DRCs: 7,735
  • Total wire length after detailed routing: 319,000 um
  • Met1 wire length: 114,000 um
  • DR pass1 iterations: 26
  • Number of nets still failing antenna checks after routing: 0
  • Metal2 WL: 125,000 um

Die
  • Count of boundary I/O pins: ~110
  • Initial core utilization: 0.404
  • Width of the die: 356 um
  • Chip area: between 100,000 and 150,000 um^2
  • Number of placement rows: 129
  • Floorplan core area: 124,000 um^2
  • Die height: 356 um

Power and ir drop
  • Static power due to leakage: 0.0200 uW
  • Maximum vdd ir drop: 0.239 mV
  • Pwr dens: about 260 nW/um^2

Finish
  • Ratio of cells with drive above 1 in the final layout: 0.105
  • P&R area growth vs syn: 16.8%
  • Area of combinational cells with multiple inputs: 28,200 um^2
  • Most flops, register: genblk0.genblk1.gprs
  • Fill cell count: roughly 12,000
  • Biggest regs: genblk0.genblk1.gprs (992)
  • Storage element area: slightly below 20,000 um^2
  • Max FFs per register: 992

Clock network
  • Root Driver: sky130_fd_sc_hd__clkbuf_16
  • Post-CTS Hold Fix Bufs: 0
  • Clock-pin transition on the worst setup and hold timing paths: 0.06 ns
  • Clock tree buffer depth: 3
  • H-tree depth: 3
  • CTS sink cnt: 992
  • TritonCTS buffer count: 111
  • Clock insertion delay at the later pin of the skew report: 0.76 ns
  • TritonCTS clock tree: done

Timing
  • Post-route worst setup slack: -0.0431 ns
  • Setup violators final: 1
  • Fmax: 168 MHz
  • Clock Skews: 0 ns
  • Unrepaired setup endpoints after global routing: false
  • Max-slew violation count: 0
  • Worst slew margin relative to its limit: 0.169
  • Number of hold violations in the final report: 0
  • Final worst hold slack: roughly 0.48 ns
  • Slew of the pin with the lowest slew margin: 1.25 ns
  • Clock period minus final worst setup slack: 5.94 ns
  • Period Utilization, post-route: 1.01

Worst hold path
  • Class of the tightest hold or removal check: reg -> reg

Status
  • Violated checks: setup timing
  • Result of the run: complete, but fails checks
[worst reg2reg max path: cells and delay by family, from the launching register on]
family | cells | cell delay, ns
AOI/OAI and AO/OA | 1 | 0.20
and+or+nand+nor | 1 | 0.08
DFF | 1 | 0.57
[final timing paths]
kind,from,end,cells past startpoint
max,rs2_addr[1],rs2_data[31],8
min,genblk0.genblk1.gprs[20][30],genblk0.genblk1.gprs[20][30],2
max reg2reg,genblk0.genblk1.gprs[16][2],genblk0.genblk1.gprs[16][2],2
min reg2reg,genblk0.genblk1.gprs[20][30],genblk0.genblk1.gprs[20][30],2
[layout by cell type, fill, tap and decap left out, types with 108 or more instances in the layout]
cell,count
sky130_fd_sc_hd__dfxtp_1,992
sky130_fd_sc_hd__and3_1,211
sky130_fd_sc_hd__nand3_1,220
sky130_fd_sc_hd__buf_4,301
sky130_fd_sc_hd__mux2i_1,126
sky130_fd_sc_hd__clkdlybuf4s50_1,108
sky130_fd_sc_hd__a22oi_1,464
sky130_fd_sc_hd__a21boi_0,992
sky130_fd_sc_hd__nand2_1,2057
sky130_fd_sc_hd__nand4_1,131
sky130_fd_sc_hd__clkbuf_16,111
[final cells by class]
cell class | instances | share of cell area
Inverter | 4 | 0.000256
Antenna cell | 24 | 0.00102
Sequential cell | 992 | 0.339
Clock buffer | 169 | 0.0561
Timing Repair Buffer | 469 | 0.0772
Multi-Input combinational cell | 4837 | 0.482
Clock inverter | 36 | 0.00993
Tap cell | 1637 | 0.0349
[logic make-up (layout without fill, tap and decap cells)]
logic type	after synthesis	count (layout)
buf+inv	673	678
compound gates	1824	1824
flops	992	992
mux	146	146
other cells	0	24
simple gates	2867	2867
[per-layer routing]
| layer | global-route usage | vias up |
|---|---|---|
| li1 | - | 22700 |
| met1 | 0.641 | 26600 |
| met2 | 0.670 | 4712 |
| met3 | 0.278 | 1440 |
| met4 | 0.337 | 27 |
| met5 | 0.0215 | - |
[report_power, final]
part           leakage [uW]  internal (uW)  switching [uW]
clock network       0.00190           4360            3170
logic                0.0101            306             879
registers           0.00800           6750            48.9
[stage by stage]
step	cells	area (um^2)	power [uW]	utilization	setup TNS, ns
6_report	8168	58600	15500	0.472	-0.0431
2_1_floorplan	6502	50200	7430	-	0
5_1_grt	8146	58600	15700	0.472	0
3_5_place_dp	7939	54700	8040	0.441	0
3_3_place_gp	7939	54700	8030	0.441	0
4_1_cts	8144	58500	15400	0.472	0
[repair_timing]
item / CTS / global route
endpoints found under the setup margin: 0 / 1
resized: 0 / 1
buffers inserted: 0 / 0
Power and IR drop assume default switching activity.
